==> design/flow/design.v <==
module display(
 input clk,
 input rst_n,
 output lcd_en,  
 output lcd_rs,  
 output lcd_rw,  
 output reg [7:0] lcd_db,
 output lcd_rst);
 reg  [7:0] tmp1;
 reg  [7:0] tmp2;
 reg  [6:0] cnt_lcd; 
 wire  rst;
assign rst = rst_n;
assign lcd_rw = 1'b0;
assign lcd_rs = 1'b1;
assign lcd_rst = rst;
assign lcd_en = cnt_lcd[0];
always @(posedge clk or posedge rst)
   if (rst) lcd_db <= 0;
   else if (lcd_en & cnt_lcd[6]) lcd_db <= tmp1;
   else if (lcd_en & ~cnt_lcd[6]) lcd_db <= tmp2;
   else lcd_db <= 0;
always @(posedge clk or posedge rst)
   if (rst) cnt_lcd <= 0;
   else  cnt_lcd <= cnt_lcd + 1;
always @(cnt_lcd)
   case(cnt_lcd[5:1])
   'h0 : tmp1 = 'h0A;     
   'h1 : tmp1 = 'h0A;     
   'h2 : tmp1 = 'h00;     
   'h3 : tmp1 = 'h37;     
   'h4 : tmp1 = 'h45;     
   'h5 : tmp1 = 'h4C;     
   'h6 : tmp1 = 'h43;     
   'h7 : tmp1 = 'h4F;     
   'h8 : tmp1 = 'h4D;     
   'h9 : tmp1 = 'h45;     
   'hA : tmp1 = 'h00;     
   'hB : tmp1 = 'h34;   
   'hC : tmp1 = 'h4F;   
   'hD : tmp1 = 'h00;     
   'hE : tmp1 = 'h0A;     
   'hF : tmp1 = 'h0A;     
   'h10 : tmp1 = 'h26;   
   'h11 : tmp1 = 'h35;  
   'h12 : tmp1 = 'h24;  
   'h13 : tmp1 = 'h21;  
   'h14 : tmp1 = 'h2e;  
   'h15 : tmp1 = 'h00;  
   'h16 : tmp1 = 'h35;  
   'h17 : tmp1 = 'h4e;  
   'h18 : tmp1 = 'h49;  
   'h19 : tmp1 = 'h56;  
   'h1A : tmp1 = 'h45;  
   'h1B : tmp1 = 'h52;  
   'h1C : tmp1 = 'h53;  
   'h1D : tmp1 = 'h49;  
   'h1E : tmp1 = 'h54;  
   'h1F : tmp1 = 'h59;  
   default : tmp1 = 'h00;
   endcase
always @(cnt_lcd)
   case(cnt_lcd[5:1])
   'h0 : tmp2 = 'h0B;  
   'h1 : tmp2 = 'h0B;  
   'h2 : tmp2 = 'h0B;  
   'h3 : tmp2 = 'h2A;  
   'h4 : tmp2 = 'h55;  
   'h5 : tmp2 = 'h4E;  
   'h6 : tmp2 = 'h31;  
   'h7 : tmp2 = 'h49;  
   'h8 : tmp2 = 'h00;  
   'h9 : tmp2 = 'h39;  
   'hA : tmp2 = 'h55;  
   'hB : tmp2 = 'h41;  
   'hC : tmp2 = 'h4E;  
   'hD : tmp2 = 'h0B;  
   'hE : tmp2 = 'h0B;  
   'hF : tmp2 = 'h0B;  
   default : tmp2 = 'h00;
   endcase
endmodule
==> design/flow/run.sh <==
#!/bin/bash
# OpenROAD 26Q1-2900-gdf79404cd8, Yosys 0.63+post, stock flow scripts
make -C /OpenROAD-flow-scripts/flow DESIGN_CONFIG=/design/flow/config.mk WORK_HOME=/design/flow/orfs finish
==> design/flow/config.mk <==
export PLATFORM = sky130hd
export DESIGN_NAME = display
export DESIGN_NICKNAME = display
export VERILOG_FILES = /design/flow/design.v
export SDC_FILE = /design/flow/constraint.sdc
export NUM_CORES = 4
export LEC_CHECK = 1
export CORE_AREA = 10 10 83 83
export DIE_AREA = 0 0 93 93
==> design/flow/constraint.sdc <==
current_design display

set clk_period 2.0
set clk_io_pct 0.2

create_clock -name clk0 -period $clk_period [get_ports {clk}]

set non_clock_inputs [all_inputs -no_clocks]
set_input_delay [expr $clk_period * $clk_io_pct] -clock clk0 $non_clock_inputs
set_output_delay [expr $clk_period * $clk_io_pct] -clock clk0 [all_outputs]
==> load_flow_metrics.sql <==
-- physical implementation figures
INSERT INTO impl_metrics (metric_group, metric, value, unit) VALUES
('synthesis', 'synthCells', '135', ''),
('die', 'floorplan.io_pins', '14', ''),
('setup_path', 'critical_path_arrival', '1.33', 'ns'),
('setup_path', 'path_max_fanout', '2', ''),
('synthesis', 'synth.yosys.num_cells', '135', ''),
('grt', 'grt_start_max_net_pins', '32', ''),
('setup_path', 'cp.buffers_inverters', '2', ''),
('detailed_routing', 'routed_via_density', '4.543', ''),
('cts', 'cts-htree-levels', '1', ''),
('sta', 'finalSetupTns', '0', 'ns'),
('cts', 'worstSkewPairLatency', '0.24', 'ns'),
('grt', 'grt_util_all_layers', '0.06278', ''),
('placed_design', 'place_congestion', '0.9258', ''),
('flow_run', 'openroad.warnings', '31', ''),
('detailed_routing', 'wl_met1', '1226', 'um'),
('sta', 'timing.final.crit_period', '1.733', 'ns'),
('sta', 'fmax', '0.5770', 'GHz'),
('synthesis', 'ys_seq_share', '0.3060', ''),
('pwr', 'fin_total_pwr', '0.5149', 'mW'),
('sta', 'finalMaxSlewViolations', '0', ''),
('pwr', 'p_per_area', '389.7', 'nW/um2'),
('die', 'dieArea', '8649', 'um2'),
('cts', 'worst_setup_hold_path_clk_slew', '0.05', 'ns'),
('placed_design', 'io_buffers', '10', ''),
('cts', 'max-clock-path-buffers', '2', ''),
('placed_design', 'post-dp-hpwl', '1842', 'um'),
('die', 'placementRows', '26', ''),
('detailed_routing', 'route.vias.total', '954', ''),
('die', 'initial_utilization', '0.2227', ''),
('placed_design', 'instance_area_at_placement', '1280', 'um2'),
('cells_and_area', 'fin_area', '1321', 'um2'),
('sta', 'finalClockPeriodUsage', '0.8665', ''),
('synthesis', 'asyncSetResetFlopFracSynth', '1.000', ''),
('detailed_routing', 'antennaDiodeCount', '0', ''),
('synthesis', 'ys_warn_count', '1', ''),
('cts', 'cts_resized', '0', ''),
('synthesis', 'top_area_cell', 'sky130_fd_sc_hd__dfrtp_1', ''),
('sta', 'max-slew-margin-rel', '0.5831', ''),
('detailed_routing', 'drt_pre_antenna_iters', '4', ''),
('pwr', 'worst_ir_drop_vdd', '224.5', 'uV'),
('synthesis', 'top_area_frac', '0.3060', ''),
('status', 'run_status', 'finished clean', ''),
('sta', 'timing.final.ws_setup', '0.2669', 'ns'),
('detailed_routing', 'routed_wirelength', '2536', 'um'),
('grt', 'grt_overflow', '0', ''),
('detailed_routing', 'total_met2_wirelength_after_detailed_routing', '1068', 'um'),
('grt', 'grt_antenna_before_repair', '0', ''),
('sta', 'finalClockSkew', '0.002592', 'ns'),
('synthesis', 'yosysUniqueCellTypes', '38', ''),
('setup_path', 'critical_path_required', '1.60', 'ns'),
('detailed_routing', 'first_iter_violations', '97', ''),
('die', 'core-area', '5140', 'um2'),
('cts', 'clock_tree.root_cell', 'sky130_fd_sc_hd__clkbuf_8', ''),
('flow_run', 'max_cap_viol_count', '0', ''),
('sta', 'report.final.setup_viol', '0', ''),
('synthesis', 'ff_type', 'sky130_fd_sc_hd__dfrtp_1', ''),
('synthesis', 'numSynthFlops', '14', ''),
('synthesis', 'synth.top_cells.by_area', 'sky130_fd_sc_hd__dfrtp_1, sky130_fd_sc_hd__ha_1, sky130_fd_sc_hd__nand2b_1', ''),
('setup_path', 'timing.critical_path.cells', 'clkdlybuf4s50_1, clkdlybuf4s50_1', ''),
('cts', 'ctsHoldBuffers', '0', ''),
('sta', 'actual_transition_at_the_worst_max_transition_pin', '0.6254', 'ns'),
('grt', 'grt_pass1_wl', '4581', 'um'),
('synthesis', 'enable_flop_cells', '0', ''),
('grt', 'grt_pass1_vias', '942', ''),
('sta', 'hold_viol_final', '0', ''),
('detailed_routing', 'highest_layer', 'met4', ''),
('cts', 'clock_sinks', '14', ''),
('detailed_routing', 'ant_nets', '0', ''),
('sta', 'rsz0062_at_grt', 'false', ''),
('detailed_routing', 'wl_met3', '229', 'um'),
('setup_path', 'setup.worst_path.class', 'input pin to output port', '');
## area by class of cell
cell class,count,area share
sequential,14,0.2652
multi-input combinational,102,0.5095
timing repair buffer,14,0.1080
inverter,7,0.01989
clock buffer,3,0.03125
tap,70,0.06629
## cells by family after synthesis
group | after synthesis | synth area share
xor gates and xnor gates | 6 | 0.04590
and+or+nand+nor | 45 | 0.2066
buffers and inverters | 20 | 0.1093
DFF | 14 | 0.3060
muxes | 3 | 0.02732
adders and majority gates | 8 | 0.08744
other | 2 | 0.006560
AOI/OAI and AO/OA | 37 | 0.2109
## flip-flops by register name (all words and copies together), names as in the netlist
name,flops
lcd_db,7
cnt_lcd,7
## synth_stat cells, types with 3 or more instances
library cell and number:
sky130_fd_sc_hd__buf_4 6, sky130_fd_sc_hd__buf_2 4, sky130_fd_sc_hd__o21ai_0 6, sky130_fd_sc_hd__nor2_1 8, sky130_fd_sc_hd__nand3_1 7, sky130_fd_sc_hd__o21ai_1 7, sky130_fd_sc_hd__nand2_1 10, sky130_fd_sc_hd__dfrtp_1 14
sky130_fd_sc_hd__inv_1 7, sky130_fd_sc_hd__buf_6 3, sky130_fd_sc_hd__o211ai_1 3, sky130_fd_sc_hd__a211oi_1 3, sky130_fd_sc_hd__xnor2_1 4, sky130_fd_sc_hd__a21oi_1 7, sky130_fd_sc_hd__ha_1 8, sky130_fd_sc_hd__nand2b_1 8
## cell usage in the layout (no fill, tap or decap), types with 4 or more instances in the layout
| cell | n |
|---|---|
| sky130_fd_sc_hd__nand3_1 | 7 |
| sky130_fd_sc_hd__inv_1 | 7 |
| sky130_fd_sc_hd__xnor2_1 | 4 |
| sky130_fd_sc_hd__nand2_1 | 10 |
| sky130_fd_sc_hd__o21ai_1 | 7 |
| sky130_fd_sc_hd__clkdlybuf4s50_1 | 10 |
| sky130_fd_sc_hd__dfrtp_1 | 14 |
| sky130_fd_sc_hd__nand2b_1 | 8 |
| sky130_fd_sc_hd__ha_1 | 8 |
| sky130_fd_sc_hd__a21oi_1 | 7 |
| sky130_fd_sc_hd__o21ai_0 | 6 |
| sky130_fd_sc_hd__nor2_1 | 8 |
## worst register-to-register path: cells and delay by family, from the launching register on
kind | cells | cell delay, ns
buffers and inverters | 1 | 0.17
flip-flops | 1 | 0.52
AND/OR/NAND/NOR | 1 | 0.11
adder cells (fa/ha/maj) | 1 | 0.28
AND-OR/OR-AND | 3 | 0.52
## worst paths after layout
path | start | cells after the start | end | slack (ns)
worst max-delay path | rst_n | 2 | lcd_rst | 0.27
worst min-delay path | rst_n | 2 | cnt_lcd[0] | 0.53
worst max register to register | cnt_lcd[1] | 6 | lcd_db[0] | 0.28
worst min register to register | cnt_lcd[2] | 1 | cnt_lcd[2] | 0.56
max in group asynchronous | rst_n | 2 | lcd_db[2] | 1.11
min in group clk0 | cnt_lcd[2] | 1 | cnt_lcd[2] | 0.56
## metal layers
metal,up-vias,track usage
li1,478,-
met1,430,0.09069
met2,44,0.08762
met3,2,0.02342
met4,0,0.01157
met5,-,0
## metrics by stage
stage | utilization | instances
after floorplan | - | 136
after global placement | 0.2490 | 207
after detailed placement | 0.2490 | 207
after CTS | 0.2571 | 210
after global routing | 0.2571 | 210
final | 0.2571 | 210
## power breakdown
part / switching (mW) / total (mW) / internal [mW]
clock: 0.0889 / 0.222 / 0.133
sequential: 0 / 0.284 / 0.284
combinational: 0.00616 / 0.00962 / 0.00346
Power figures rest on the tool's default switching activity, not on a simulated workload.
